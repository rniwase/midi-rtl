==> /design/flow/design.v <==
`timescale 1 ns / 1 ns
module uart_tx #(
  parameter BAUDGEN_PERIOD = 1600   
)(
  input  logic       clk,       
  input  logic       reset_n,   
  output logic       tx_out,    
  input  logic       valid,     
  output logic       ready,     
  input  logic [7:0] d_in       
);
  logic[7:0] d_storereg;
  always_ff @(posedge clk) begin
    if (~reset_n)
      d_storereg <= 8'd0;
    else if (ready & valid)
      d_storereg <= d_in;
    else
      d_storereg <= d_storereg;
  end
  logic [15:0] baudgen_t_count;
  logic [ 3:0] baudgen_b_count;
  logic baudgen_t_match, endoftx;
  assign baudgen_t_match = baudgen_t_count == BAUDGEN_PERIOD-1;
  assign endoftx = baudgen_t_count == BAUDGEN_PERIOD-2 & baudgen_b_count == 4'd9;
  always_ff @(posedge clk) begin
    if (~reset_n)
      ready <= 1'b1;
    else if (endoftx)
      ready <= 1'b1;
    else if (ready & valid)
      ready <= 1'b0;
    else
      ready <= ready;
  end
  always_ff @(posedge clk) begin
    if (~ready) begin
      if (baudgen_t_match)
        baudgen_t_count <= 16'd0;
      else
        baudgen_t_count <= baudgen_t_count + 16'd1;
    end
    else if (valid & ready)
      baudgen_t_count <= 16'd0;
    else
      baudgen_t_count <= BAUDGEN_PERIOD-1;
  end
  always_ff @(posedge clk) begin
    if (~reset_n)
      baudgen_b_count <= 4'd9;
    else if (ready & valid)
      baudgen_b_count <= 4'd0;
    else if (~ready & baudgen_t_match)
      baudgen_b_count <= baudgen_b_count + 4'd1;
    else
      baudgen_b_count <= baudgen_b_count;
  end
  logic tx_out_buf;
  always_ff @(posedge clk) begin
    case (baudgen_b_count)
      4'd0: tx_out_buf <= 1'b0;
      4'd9: tx_out_buf <= 1'b1;
      default: tx_out_buf <= d_storereg[baudgen_b_count-1];
    endcase
  end
  always_ff @(posedge clk)
    tx_out <= tx_out_buf;
endmodule
==> /design/flow/run.sh <==
#!/bin/bash
# OpenROAD 26Q1-2900-gdf79404cd8, Yosys 0.63+post, stock flow scripts
make -C /OpenROAD-flow-scripts/flow DESIGN_CONFIG=/design/flow/config.mk WORK_HOME=/design/flow/orfs finish
==> /design/flow/config.mk <==
export PLATFORM = sky130hd
export DESIGN_NAME = uart_tx
export DESIGN_NICKNAME = uart_tx
export VERILOG_FILES = /design/flow/design.v
export SDC_FILE = /design/flow/constraint.sdc
export NUM_CORES = 4
export LEC_CHECK = 1
export CORE_UTILIZATION = 30
==> /design/flow/constraint.sdc <==
current_design uart_tx

set clk_period 3.5
set clk_io_pct 0.2

create_clock -name clk0 -period $clk_period [get_ports {clk}]

set non_clock_inputs [all_inputs -no_clocks]
set_input_delay [expr $clk_period * $clk_io_pct] -clock clk0 $non_clock_inputs
set_output_delay [expr $clk_period * $clk_io_pct] -clock clk0 [all_outputs]
==> CHANGELOG.md <==
### Physical design

- Clock slew at reported path FFs: 0.06 ns
- Peak VDD IR: approximately 0.00013 V
- Final Skew: a little over 0.006 ns
- Seq pwr share: between 50 and 60%
- Synth area leaders: dfxtp_1 (42%), nand2_1 (6.1%), xor2_1 (5.9%)
- Worst-path cell chain: or4_1 > or4_1 > or3_1 > a21oi_1
- Gr busiest metal: met1
- First-pass GRT wire length: 4899 um
- Vias in the first global route: between 1000 and 1500
- Synth Cell Area: ~0.0015 sq mm
- Switch Pwr: between 0.15 and 0.2 mW
- Status: finished, final reports clean
- Final design utilization: about 37%
- Die Span Y: 72.15 um
- Data required time at the worst endpoint: 3.71 ns
- # fillers: ~470
- DR vias/cell: around 4.7
- Post-synth top area share: 42.03%
- Post-CTS Setup Inserts: 0
- DRC viols: 0
- Yosys warns: 1
- Final instance area: 0.001738 sq mm
- Post-DP HPWL: ~2000 um
- Setup TNS after final layout: 0 ns
- Most frequent cells in the layout: dfxtp_1 (31), nand2_1 (24), nor2_1 (14)
- Total track usage: between 10% and 20%
- CTS max path bufs: 2
- Hold Fails Final Rpt: 0
- Met3 Track Usage GR: 2.817%
- Maximum clock rate: 470.7 MHz
- Worst slew pin tran: around 0.43 ns
- CTS buffer count: 5
- CORE AREA: ~0.0047 sq mm
- HP Class: reg2reg
- Pwr/cell area: roughly 450 mW/mm^2
- # rows: 25
- Layout area overhead: 17.71%
- DR pass1 iterations: 4
- Number of flops mapped to enable cells by yosys: 0
- IO buf count: 12
- Max-slew violations: 0
- Syn avg cell area: between 8 and 9 sq um
- Post-Syn Instances: between 150 and 200
- Switch share: approximately 24%
- Total gr overflow: 0
- Share of layout cells above drive strength 1: between 5 and 6%
- Cell-internal power: 0.5975 mW
- Unique cell types: 32
- Min setup slack post-route: roughly 1.4 ns
- Final ANT Viol Nets: 0
- Registers, synthesis: 31
- Dominant logic cell type in the layout: dfxtp_1
- # H-tree levels: 2
- DP Area: roughly 0.0016 sq mm
- Io pins: 13
- Slowest-stage cell, CP: or4_1
- Setup CP Type: reg2reg
- Final Setup Violations: 0
- Clock latency (worst-skew pair): ~0.28 ns
- Hold_ws: between 0.3 and 0.4 ns
- Worst slew margin: between 70% and 80%
- Clock Power Share: approximately two fifths
- Static Leakage: between 0.6 and 0.7 nW
- Fin crit period: between 2 and 2.5 ns
- Largest net degree at the start of global routing: 15
- CP arrival: 2.33 ns
- Chip Area, Yosys: roughly 0.0015 sq mm
- Placer Congestion: 0.7988
- Root buf cell: clkbuf_8
- Async S/R FF share, synth: 0%
- CP Capture Type: register
- Routed wire length per instance: between 10 and 15 um
- Met1 Use GR: between 10% and 20%
- CTS Hold Bufs: 0
- DR iter-0 viols: just over 70
- Seq share, synth: a little over two fifths
- Max-cap violations: 0
- ANT cells: 0
- Critical Path Start Type: register
- Reg2Reg Depth: 4
- Synth Flop Type: dfxtp_1
- Most common cell on crit path: or4_1
- Die width: 72.15 um
- Combinational Power Share: ~10%
- CP max FO: 7
- RSZ-0062 raised after global routing: false
- FP Util: 31.26%
- Post-synth top area cell: dfxtp_1
- Yosys cell count: between 150 and 200
- CTS tree: built
- Sink Count: 31
- CP max stage delay: around 0.66 ns
- Initial antenna violation count: 0
- Grt met2 use: between 15 and 20%
- Post_cts resized: 0
- Worst hold stages: 0
- DIE AREA: 0.005206 sq mm
- Final WL: about 2800 um
- Fin crit share: roughly three fifths
- DP Worst Slack: about 1.4 ns
- Vias: about 1200
- Tool Warnings: 29
power by group through the flow:
stage                 combinational [mW]  clock [mW]  sequential (mW)
after CTS                         0.0803       0.313            0.405
after global routing              0.0913       0.335            0.409
final                             0.0791       0.305            0.405
routing by layer:
metal	up-vias	wire [um]	part of all wire [%]
li1	626	-	-
met1	524	1483	53
met2	17	1139	41
met3	6	96	3.5
met4	0	53	1.9
met5	-	0	0
final timing paths:
check | slack [ns] | end | from
max reg2reg | 1.38 | baudgen_b_count[2]$_SDFFE_PP0P_ | baudgen_t_count[8]$_SDFF_PP0_
min reg2reg | 0.33 | tx_out$_DFF_P_ | tx_out_buf$_DFF_P_
max | 1.38 | baudgen_b_count[2]$_SDFFE_PP0P_ | baudgen_t_count[8]$_SDFF_PP0_
min | 0.33 | tx_out$_DFF_P_ | tx_out_buf$_DFF_P_
synth_stat cells (2+ instances only):
| cell type | number |
|---|---|
| xor2_1 | 10 |
| o21ai_0 | 10 |
| nor3_1 | 3 |
| o21bai_1 | 2 |
| dfxtp_1 | 31 |
| mux2i_1 | 3 |
| and4_1 | 2 |
| or4_1 | 5 |
| xnor2_1 | 5 |
| ha_1 | 6 |
| nand4_1 | 8 |
| a21oi_1 | 9 |
| clkbuf_1 | 10 |
| inv_1 | 6 |
| nor2_1 | 14 |
| nor4_1 | 3 |
| nand3_1 | 9 |
| nand2_1 | 24 |
logic make-up (layout without fill, tap and decap cells):
kind of cell,count (synthesis),count (layout),share of synthesized area [%]
flip-flops,31,31,42.03
adder cells (fa/ha/maj),6,6,5.085
multiplexers,4,4,3.559
AND-OR/OR-AND,27,27,11.10
AND/OR/NAND/NOR,74,74,24.92
buffers and inverters,17,26,4.407
XOR/XNOR,15,15,8.898
critical path, delay by kind of cell, from the launching register on:
family / cells / cell delay (ns)
AOI/OAI and AO/OA: 1 / 0.15
DFF: 1 / 0.37
and+or+nand+nor: 3 / 1.53
through the flow:
step                      power (mW)  cells
after floorplan               0.4603    174
after global placement        0.4931    242
after detailed placement      0.4926    242
after CTS                     0.7980    250
after global routing          0.8352    250
final                         0.7888    250
flip-flops by register name (all words and copies together) (netlist names):
name             cells
d_storereg           8
tx_out               1
ready                1
tx_out_buf           1
baudgen_t_count     16
baudgen_b_count      4
cell type report:
cell class	instances	area [sq um]	share of cell area, %
well taps	67	83.83	4.824
clock buffers	8	100.1	5.760
flip-flops and latches	31	620.6	35.71
repair buffers	12	120.1	6.911
multi-input cells	126	790.8	45.50
inverters	6	22.52	1.296
Power is estimated from default activity; no workload was simulated.
